==> design/flow/design.v <==
module _nand2(a, b, y);		 
	input a,b;		 
	output y;		 
	assign y = ~(a & b);		 
endmodule
module _inv(a, y);		 
	input a;		 
	output y;		 
	assign y = ~a;		 
endmodule
module mx2(d0, d1, s, y);		 
	input d0, d1, s;			 
	output y;		 
	wire [1:0] w;		 
	_inv iv0(s, sb);		 
	_nand2 nd20(d0, sb, w[0]);		 
	_nand2 nd21(d1, s, w[1]);		 
	_nand2 nd22(w[0], w[1], y);		 
endmodule
module ASR8(d_in, shamt, d_out);
	input [7:0] d_in;
	input [1:0] shamt;
	output [7:0] d_out;
	mx4 U0_mx4(.d0(d_in[0]), .d1(d_in[1]), .d2(d_in[2]), .d3(d_in[3]), .s(shamt), .y(d_out[0]));
	mx4 U1_mx4(.d0(d_in[1]), .d1(d_in[2]), .d2(d_in[3]), .d3(d_in[4]), .s(shamt), .y(d_out[1]));
	mx4 U2_mx4(.d0(d_in[2]), .d1(d_in[3]), .d2(d_in[4]), .d3(d_in[5]), .s(shamt), .y(d_out[2]));
	mx4 U3_mx4(.d0(d_in[3]), .d1(d_in[4]), .d2(d_in[5]), .d3(d_in[6]), .s(shamt), .y(d_out[3]));
	mx4 U4_mx4(.d0(d_in[4]), .d1(d_in[5]), .d2(d_in[6]), .d3(d_in[7]), .s(shamt), .y(d_out[4]));
	mx4 U5_mx4(.d0(d_in[5]), .d1(d_in[6]), .d2(d_in[7]), .d3(d_in[7]), .s(shamt), .y(d_out[5]));
	mx4 U6_mx4(.d0(d_in[6]), .d1(d_in[7]), .d2(d_in[7]), .d3(d_in[7]), .s(shamt), .y(d_out[6]));
	mx4 U7_mx4(.d0(d_in[7]), .d1(d_in[7]), .d2(d_in[7]), .d3(d_in[7]), .s(shamt), .y(d_out[7]));
endmodule
module LSL8(d_in, shamt, d_out);
	input [7:0] d_in;
	input [1:0] shamt; 
	output [7:0] d_out;
	mx4 U0_mx4(.d0(d_in[0]), .d1(0), .d2(0), .d3(0), .s(shamt), .y(d_out[0]));
	mx4 U1_mx4(.d0(d_in[1]), .d1(d_in[0]), .d2(0), .d3(0), .s(shamt), .y(d_out[1]));
	mx4 U2_mx4(.d0(d_in[2]), .d1(d_in[1]), .d2(d_in[0]), .d3(0), .s(shamt), .y(d_out[2]));
	mx4 U3_mx4(.d0(d_in[3]), .d1(d_in[2]), .d2(d_in[1]), .d3(d_in[0]), .s(shamt), .y(d_out[3]));
	mx4 U4_mx4(.d0(d_in[4]), .d1(d_in[3]), .d2(d_in[2]), .d3(d_in[1]), .s(shamt), .y(d_out[4]));
	mx4 U5_mx4(.d0(d_in[5]), .d1(d_in[4]), .d2(d_in[3]), .d3(d_in[2]), .s(shamt), .y(d_out[5]));
	mx4 U6_mx4(.d0(d_in[6]), .d1(d_in[5]), .d2(d_in[4]), .d3(d_in[3]), .s(shamt), .y(d_out[6]));
	mx4 U7_mx4(.d0(d_in[7]), .d1(d_in[6]), .d2(d_in[5]), .d3(d_in[4]), .s(shamt), .y(d_out[7]));
endmodule
module LSR8(d_in, shamt, d_out);
	input [7:0] d_in;
	input [1:0] shamt;
	output [7:0] d_out;
	mx4 U0_mx4(.d0(d_in[0]), .d1(d_in[1]), .d2(d_in[2]), .d3(d_in[3]), .s(shamt), .y(d_out[0]));
	mx4 U1_mx4(.d0(d_in[1]), .d1(d_in[2]), .d2(d_in[3]), .d3(d_in[4]), .s(shamt), .y(d_out[1]));
	mx4 U2_mx4(.d0(d_in[2]), .d1(d_in[3]), .d2(d_in[4]), .d3(d_in[5]), .s(shamt), .y(d_out[2]));
	mx4 U3_mx4(.d0(d_in[3]), .d1(d_in[4]), .d2(d_in[5]), .d3(d_in[6]), .s(shamt), .y(d_out[3]));
	mx4 U4_mx4(.d0(d_in[4]), .d1(d_in[5]), .d2(d_in[6]), .d3(d_in[7]), .s(shamt), .y(d_out[4]));
	mx4 U5_mx4(.d0(d_in[5]), .d1(d_in[6]), .d2(d_in[7]), .d3(0),.s(shamt), .y(d_out[5]));
	mx4 U6_mx4(.d0(d_in[6]), .d1(d_in[7]), .d2(0), .d3(0), .s(shamt), .y(d_out[6]));
	mx4 U7_mx4(.d0(d_in[7]), .d1(0), .d2(0), .d3(0), .s(shamt), .y(d_out[7]));
endmodule
module _register8_r(clk, reset_n, d, q);
	input clk, reset_n;
	input [7:0] d;
	output [7:0] q;
	_dff_r U0_dff_r(.clk(clk), .reset_n(reset_n), .d(d[0]), .q(q[0]));
	_dff_r U1_dff_r(.clk(clk), .reset_n(reset_n), .d(d[1]), .q(q[1]));
	_dff_r U2_dff_r(.clk(clk), .reset_n(reset_n), .d(d[2]), .q(q[2]));
	_dff_r U3_dff_r(.clk(clk), .reset_n(reset_n), .d(d[3]), .q(q[3]));
	_dff_r U4_dff_r(.clk(clk), .reset_n(reset_n), .d(d[4]), .q(q[4]));
	_dff_r U5_dff_r(.clk(clk), .reset_n(reset_n), .d(d[5]), .q(q[5]));
	_dff_r U6_dff_r(.clk(clk), .reset_n(reset_n), .d(d[6]), .q(q[6]));
	_dff_r U7_dff_r(.clk(clk), .reset_n(reset_n), .d(d[7]), .q(q[7]));
endmodule
module cc_logic(op, shamt, d_in, d_out, do_next);
	input [2:0] op; 
	input [1:0] shamt;
	input [7:0] d_in;
	input [7:0] d_out;
	output [7:0] do_next;
	reg [7:0] do_next;
	wire [7:0] d_LSL;
	wire [7:0] d_LSR;
	wire [7:0] d_ASR;
	parameter NOP = 3'b000;
	parameter LOAD = 3'b001;
	parameter LSL = 3'b010;
	parameter LSR = 3'b011;
	parameter ASR = 3'b100;
	always @ (op, shamt, d_in, d_out, d_LSL, d_LSR, d_ASR) begin
		case(op)
		NOP: begin do_next = d_out; end
		LOAD: begin do_next = d_in; end
		LSL: begin do_next = d_LSL; end
		LSR: begin do_next = d_LSR; end
		ASR: begin do_next = d_ASR; end
		endcase
	end
	LSL8 U0_LSL8(.d_in(d_out), .shamt(shamt), .d_out(d_LSL));
	LSR8 U1_LSR8(.d_in(d_out), .shamt(shamt), .d_out(d_LSR));
	ASR8 U2_ASR8(.d_in(d_out), .shamt(shamt), .d_out(d_ASR));
endmodule
module mx4(d0, d1, d2, d3, s, y);
	input d0, d1, d2, d3;
	input [1:0] s;
	output y;
	wire w0, w1;
	mx2 U0_mx2(.d0(d0), .d1(d1), .s(s[0]), .y(w0));
	mx2 U1_mx2(.d0(d2), .d1(d3), .s(s[0]), .y(w1));
	mx2 U2_mx2(.d0(w0), .d1(w1), .s(s[1]), .y(y));
endmodule
module shifter8(clk, reset_n, op, shamt, d_in, d_out);
	input clk, reset_n;
	input [2:0] op;
	input [1:0] shamt;
	input [7:0] d_in;
	output [7:0] d_out;
	wire [7:0] d_out;
	wire [7:0] do_next;
	_register8_r Unit_register8_r(.clk(clk), .reset_n(reset_n), .d(do_next), .q(d_out));
	cc_logic Unit_cc_logic(.op(op), .shamt(shamt), .d_in(d_in), .d_out(d_out), .do_next(do_next));
endmodule
module _dff_r(clk, reset_n, d, q);
	input clk, reset_n, d;
	output reg q;
	always @ (posedge clk or negedge reset_n) begin
	if (reset_n == 0)
		q <= 1'b0;
	else
		q <= d;
	end
endmodule
==> design/flow/run.sh <==
#!/bin/bash
# OpenROAD 26Q1-2900-gdf79404cd8, Yosys 0.63+post, stock flow scripts
make -C /OpenROAD-flow-scripts/flow DESIGN_CONFIG=/design/flow/config.mk WORK_HOME=/design/flow/orfs finish
==> design/flow/config.mk <==
export PLATFORM = sky130hd
export DESIGN_NAME = shifter8
export DESIGN_NICKNAME = shifter8
export VERILOG_FILES = /design/flow/design.v
export SDC_FILE = /design/flow/constraint.sdc
export NUM_CORES = 4
export LEC_CHECK = 1
export CORE_AREA = 10 10 80 80
export DIE_AREA = 0 0 90 90
==> design/flow/constraint.sdc <==
current_design shifter8

set clk_period 1.0
set clk_io_pct 0.2

create_clock -name clk0 -period $clk_period [get_ports {clk}]

set non_clock_inputs [all_inputs -no_clocks]
set_input_delay [expr $clk_period * $clk_io_pct] -clock clk0 $non_clock_inputs
set_output_delay [expr $clk_period * $clk_io_pct] -clock clk0 [all_outputs]
==> out/summary.rpt <==
SYNTH
------------------------------------------------------------------------------
Async set-or-reset flop fraction in the synthesized netlist .....       0.5000
Number of standard cells after synthesis ........................          125
Share of the synthesized area in the top cell type ..............       0.1937
Most frequent cell after synthesis ..............................      nand2_1
Yosys stat cell total ...........................................          125
Cell taking the most area after synthesis .......................      dfrtp_1
Synthesized flop and latch total ................................           16
Post-synthesis average cell area ................................   8.268 um^2
Total standard cell area after synthesis ........................    1033 um^2
Cell Type Count .................................................           40
Number of synthesized flops with an enable pin ..................            0
Top post-synthesis cells by count ............................... nand2_1, mux2i_1
Yosys stat chip area ............................................    1033 um^2
Top FF cell, synth ..............................................      dlxtn_1
Cell area leaders ............................................... dfrtp_1, dlxtn_1, mux2i_1
Warnings, synthesis .............................................           15

FINAL TIMING
------------------------------------------------------------------------------
Maximum frequency from static timing analysis ...................     1027 MHz
Final Critical Period ...........................................    0.9742 ns
Hold WS .........................................................    0.2479 ns
Final count of negative-setup-slack endpoints ...................            0
Register pins left without a clock ..............................            8
Worst-Margin Slew ...............................................    0.8058 ns
Post-layout worst setup margin ..................................   0.02582 ns
Accumulated negative setup slack ................................         0 ns
Setup repair after global routing missed its margin .............        false
Final Slew Violations ...........................................            0
Post-route fraction of the period consumed by the critical path .       0.9742
Total count of hold-check failures in the final report ..........            0
Endpoints left unconstrained ....................................           16
Max transition margin ...........................................       0.4586

DRT
------------------------------------------------------------------------------
Via-to-Cell Ratio ...............................................        4.550
Wirelength, routed ..............................................      2962 um
Vias ............................................................          992
Number of antenna diodes ........................................            0
Number of routed nets with antenna violations ...................            0
Detailed-route DRC error count ..................................            0
Drt first pass iters ............................................            4
Initial DRC count ...............................................          132
Routed len/inst .................................................     13.59 um

CRITICAL PATH
------------------------------------------------------------------------------
Required time of the critical path ..............................      0.80 ns
Combined buffer and inverter count along the critical path ......            1
Cell chain of the critical path ................................. clkdlybuf4s15_1
CP max stage delay ..............................................      0.37 ns
Startpoint class of the critical path ...........................         flop
Worst Path Arrival ..............................................      0.77 ns
Worst path depth ................................................            1
Category of the most critical setup path ........................      reg2out
Crit. End Element ...............................................   output pin
Destination of the critical timing path .........................     d_out[5]
Worst setup path start .......................................... Unit_register8_r.U5_dff_r.q$_DFF_PN0_
Slowest library cell on the worst path ..........................      dfrtp_1
Delay-heaviest family, CP .......................................   flip-flops
Highest fanout seen on the critical path ........................            2

FLOORPLANNING
------------------------------------------------------------------------------
Ports ...........................................................           23
Chip width ......................................................        90 um
Core area .......................................................    4723 um^2
Core Rows .......................................................           25
Die height ......................................................        90 um
Core utilization at floorplan ...................................       0.2188
Area of the die .................................................    8100 um^2

RUN STATUS
------------------------------------------------------------------------------
Status .......................................................... finished clean

GRT
------------------------------------------------------------------------------
GR met1 Demand/Resource .........................................      0.09417
Gr usage total ..................................................      0.06814
Maximum number of pins on one net before global-route repair ....           21
Peak-usage layer in the global routing report ...................         met2
Initial antenna violation count .................................            0
Overall overflow remaining after global route ...................            0
Global-route wire length before repair ..........................      4761 um
Global Route met3 Usage .........................................     0.009220
Via count of the first global-routing pass ......................          970
GR Layer Usage met2 .............................................       0.1120

PLACEMENT
------------------------------------------------------------------------------
Placed cell count ...............................................          208
Placed standard-cell area .......................................    1304 um^2
Worst slack at placement ........................................  0.005859 ns
Buffers on Ports ................................................           22
DP HPWL .........................................................      2195 um
Final Wtd Congestion ............................................       0.8400

CLOCK NETWORK
------------------------------------------------------------------------------
Deepest clock path buffer count .................................            2
Root Driver .....................................................     clkbuf_8
Hold buffers post-CTS ...........................................            0
H-Tree Depth ....................................................            1
Clock-pin slew on the worst setup and hold paths ................      0.05 ns
CTS tree ........................................................         done
TritonCTS buffer count ..........................................            3

POWER AND IR DROP
------------------------------------------------------------------------------
Overall power after layout ......................................     1.154 mW
Leakage dissipation .............................................    0.5957 nW
Power density over the cells .................................... 840.4 nW/um^2
Peak VDD IR .....................................................    0.2679 mV

LAYOUT
------------------------------------------------------------------------------
Post-layout instance count excluding filler cells ...............          218
Fin area ........................................................    1373 um^2
Finished Core Util ..............................................       0.2906
Share of layout cells above drive strength 1 ....................       0.1921
Sequential cell area ............................................   320.3 um^2
Fillers .........................................................          502
Growth of design area from synthesis to finish ..................       32.81%
Comb area .......................................................   600.6 um^2

HOLD PATH
------------------------------------------------------------------------------
Class of the most critical hold timing path .....................     in2async

FLOW RUN
------------------------------------------------------------------------------
Max-cap violation count .........................................            0
Number of logged tool warnings ..................................           25

[repair_timing]
action | CTS | global route
gates resized | 16 | 5
setup buffers | 4 | 3
hold endpoints to repair | 0 | 0
setup endpoints to repair | 8 | 6
[power breakdown]
part | internal, mW | switching, mW | total, mW
clock | 0.262 | 0.143 | 0.405
combinational | 0.184 | 0.186 | 0.370
sequential | 0.370 | 0.00862 | 0.378
total | 0.816 | 0.337 | 1.15
[routing by layer]
layer | part of all wire | wire length (um)
met5 | 0 | 0
met4 | 0.012 | 35
met3 | 0.070 | 208
met1 | 0.43 | 1287
met2 | 0.48 | 1431
[worst min-delay path by stage]
stage | startpoint | end | slack, ns | cells after the start
CTS | reset_n | Unit_register8_r.U1_dff_r.q$_DFF_PN0_ | 0.25 | 2
finish | reset_n | Unit_register8_r.U1_dff_r.q$_DFF_PN0_ | 0.25 | 2
global route | reset_n | Unit_register8_r.U1_dff_r.q$_DFF_PN0_ | 0.27 | 2
[layout by cell type (no fill, tap or decap), types with 2 or more instances in the layout]
master / netlist / final
a221o_1: 2 / 2
nand2_1: 16 / 16
dfrtp_1: 8 / 8
nand3_1: 2 / 2
nor2b_1: 3 / 3
o22ai_1: 3 / 3
dlxtn_1: 8 / 8
o21ai_1: 4 / 4
o21ai_0: 4 / 4
nor3_1: 3 / 3
a221oi_1: 2 / 2
nor2_1: 8 / 8
clkdlybuf4s15_1: 0 / 3
mux2i_1: 11 / 11
buf_4: 8 / 16
clkbuf_8: 0 / 3
inv_1: 3 / 3
a21oi_1: 8 / 8
clkbuf_2: 0 / 5
or2_1: 2 / 2
nand2b_1: 3 / 3
clkdlybuf4s50_1: 0 / 14
[flip-flops by register name, indices dropped and copies added, names as in the netlist]
| register | count |
|---|---|
| Unit_register8_r.U3_dff_r.q | 1 |
| Unit_register8_r.U0_dff_r.q | 1 |
| Unit_register8_r.U2_dff_r.q | 1 |
| Unit_register8_r.U4_dff_r.q | 1 |
| Unit_register8_r.U6_dff_r.q | 1 |
| Unit_register8_r.U5_dff_r.q | 1 |
| Unit_register8_r.U1_dff_r.q | 1 |
| Unit_register8_r.U7_dff_r.q | 1 |
| Unit_cc_logic.do_next | 8 |
[layout make-up]
cell class	instances	share of cell area
tap	67	0.06108
multi-input combinational	91	0.4376
clock buffer	3	0.03008
inverter	3	0.008204
timing repair buffer	38	0.2297
sequential	16	0.2334
[kinds of logic after synthesis]
group	count (synthesis)	synth area share
flip-flops	8	0.1937
multiplexers	12	0.1174
latches	8	0.1162
AND-OR/OR-AND	34	0.2216
AND/OR/NAND/NOR	45	0.2421
buffers and inverters	18	0.1090
No activity file was given, so power comes from the tool's default toggle rates.
