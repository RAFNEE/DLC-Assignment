--- flow/design.v ---
module ram(clk, cen, wen, addr, din, dout);
	input clk, cen, wen;
	input [4:0] addr;
	input [31:0] din;
	output reg [31:0] dout;
	reg [31:0] mem [0:31];
	integer i;
	initial begin
		for (i = 0; i < 32; i = i + 1) begin
			mem[i] = 32'h0;
		end
	end
	always @ (posedge clk) begin
		if (cen == 1 && wen == 1) begin
			mem[addr] = din;
			dout = 32'h0;
		end
		else if (cen == 1 && wen == 0) begin
			dout = mem[addr];
		end
		else if (cen == 0) begin
			dout = 32'h0;
		end
		else begin
			dout = 32'hx;
		end
	end
endmodule
--- flow/run.sh ---
#!/bin/bash
# OpenROAD 26Q1-2900-gdf79404cd8, Yosys 0.63+post, stock flow scripts
make -C /OpenROAD-flow-scripts/flow DESIGN_CONFIG=/design/flow/config.mk WORK_HOME=/design/flow/orfs finish
--- flow/config.mk ---
export PLATFORM = sky130hd
export DESIGN_NAME = ram
export DESIGN_NICKNAME = ram
export VERILOG_FILES = /design/flow/design.v
export SDC_FILE = /design/flow/constraint.sdc
export NUM_CORES = 4
export LEC_CHECK = 1
export CORE_UTILIZATION = 40
--- flow/constraint.sdc ---
current_design ram

set clk_period 7.7
set clk_io_pct 0.2

create_clock -name clk0 -period $clk_period [get_ports {clk}]

set non_clock_inputs [all_inputs -no_clocks]
set_input_delay [expr $clk_period * $clk_io_pct] -clock clk0 $non_clock_inputs
set_output_delay [expr $clk_period * $clk_io_pct] -clock clk0 [all_outputs]
==> qor.csv <==
metric,value,unit
syn-instance-count,2493,
hold_viol,0,
avgViaCountPerCell,6.11,
slowest_stage,nor2_4,
drt-total-wl,122000,um
drc,0,
ys_seq_share,78.4,%
fmax,0.220,GHz
ios,72,
cp_slowest_stage_delay,0.88,ns
finish.utilization,46.5,%
antenna_found_initial,3,
numCtsBuffers,101,
cts_root_buffer,clkbuf_16,
grt_pass1_wl,175000,um
placed_cells,3794,
synth-seq-cells,1056,
core,98900,sq um
fin_crit,4.55,ns
rsz0062_at_grt,no,
yosysChipArea,40000,sq um
synth_cell_types,64,
first_global_vias,25730,
seq_area,31400,sq um
worst_setup_path_start_kind,input pin,
worstPathRequired,8.01,ns
logic_area,8070,sq um
syn_area,40000,sq um
grt_overflow_total,0,
post_cts_buffers,0,
layout-drive-gt1-share,13.2,%
final-setup-viol-count,0,
crit_top_cell,buf_4,
slew_headroom,38.5,%
ff_type,edfxtp_1,
synth_top_area_share,76.8,%
cap_violations,0,
cp_max_fo,34,
yosysWarnings,2,
vias,24311,
tool_warnings,26,
reg2reg_slack,5.62,ns
die-area,101000,sq um
period_used_share,59.2,%
numClockSinks,1056,
finalMaxSlewViolations,0,
p_per_area,256,nW/um^2
ant_nets,0,
initial_core_util,40.5,%
area_growth,14.7,%
gp_congestion,0.958,
drt_iter0_drc,2046,
cts_resized,0,
fp-row-count,115,
cp-end-kind,register,
synth.avg_cell_area,16.1,sq um
ys_cells,2493,
crit_buf_inv,3,
yosysTopAreaCell,edfxtp_1,
area_leaders,"edfxtp_1 77%, nand3_1 6.0%, nand4_1 2.0%",
pre_cts_ws,2.55,ns
worst_hold_slack,0.529,ns
die_h,318,um
clk_latency,0.68,ns
grt_usage,26.3,%
grt_max_degree,92,
fillers,8116,
worst_slack,3.15,ns
totalNegativeSetupSlack,0,ns
fin_skew,0.0337,ns
clk_pin_slew_worst_paths,0.06,ns
cpLargestDelayFamily,simple AND/OR/NAND/NOR gates,
vdd_drop_max,176,uV
path_cells,"buf_2, buf_4, and2b_4, nand3_1, nor2_4, buf_4",
wire_per_inst,30.7,um
cts_hold_buffers,0,
tightest_slew,0.920,ns
status,completed,
port_buffers,71,
drt_pass1_iterations,5,
synth-edff-count,1024,
stdcell_count,3980,
min_path_type,reg -> reg,
cp.arrival,4.87,ns
cts_buffer_depth,3,
die_w,318,um
crit_type,in -> reg,
ys_async_sr_fraction,0,%
post-dp-hpwl,72600,um
h-tree-depth,3,
p_leak,14.2,nW
cts_tree,done,
metal layers:
layer	vias to the layer above	global-route usage (%)	share of wire [%]
li1	10343	-	-
met1	11814	29.5	32
met2	1862	37.5	45
met3	279	21.6	19
met4	13	8.99	4.4
met5	-	1.99	0.27
Yosys cell counts (all sizes together) (8+ instances only):
master   instances
a2111oi         18
a211oi           8
a21oi           18
a222oi           8
a22o            49
a22oi           90
a31oi           29
a32oi           10
and2            11
and3            44
and3b            9
and4            18
buf            118
clkbuf          59
dfxtp           32
edfxtp        1024
mux2            16
mux2i           10
nand2           15
nand2b          11
nand3          481
nand3b          22
nand4          126
nor2            75
nor2b            9
nor3            20
nor3b           15
nor4            36
o21ai           59
power breakdown:
group	internal [mW]	total, mW	leakage (nW)	switching [mW]
clock	2.82	4.90	1.60	2.07
sequential	6.35	6.37	9.47	0.0196
combinational	0.132	0.503	3.11	0.371
tightest hold or removal path: stages (launching register included):
cell      delay (ns)
edfxtp_1        0.31
o21ai_0         0.07
a21oi_1         0.11
flip-flops by register name, indices dropped and copies added (netlist names):
| name | count |
|---|---|
| dout | 32 |
| mem | 1024 |
cell type report:
| cell class | instances | share of cell area, % |
|---|---|---|
| Antenna cell | 1 | 0.00545 |
| Clock buffer | 133 | 5.94 |
| Clock inverter | 52 | 1.15 |
| Inverter | 2 | 0.0163 |
| Multi-Input combinational cell | 1258 | 17.6 |
| Sequential cell | 1056 | 68.3 |
| Tap cell | 1287 | 3.50 |
| Timing Repair Buffer | 191 | 3.49 |
logic make-up (layout without fill, tap and decap cells):
kind of cell           Yosys count  after routing  share of synthesized area (%)
DFF                           1056           1056                           78.4
buffers and inverters          179            378                           2.18
and+or+nand+nor                905            905                           12.7
other                            0              1                              0
AOI/OAI and AO/OA              325            325                           5.91
muxes                           28             28                          0.850
cells in the final DEF (no fill, tap or decap), types with 25 or more instances in the layout:
| cell type | netlist | routed |
|---|---|---|
| edfxtp_1 | 1024 | 1024 |
| nand3_1 | 480 | 480 |
| nand4_1 | 126 | 126 |
| buf_4 | 10 | 120 |
| clkbuf_16 | 0 | 102 |
| a22oi_1 | 90 | 90 |
| clkdlybuf4s50_1 | 0 | 66 |
| o21ai_0 | 59 | 59 |
| a22o_1 | 49 | 49 |
| and3_1 | 44 | 43 |
| nor2_4 | 5 | 35 |
| nor4_1 | 35 | 34 |
| dfxtp_1 | 32 | 32 |
| nor2_1 | 59 | 29 |
| a31oi_1 | 29 | 29 |
| clkbuf_1 | 58 | 25 |
final timing paths:
| kind | cells after the start | end | start |
|---|---|---|---|
| max | 6 | mem[26][12] | addr[3] |
| min reg2reg | 2 | dout[30] | mem[0][30] |
| min | 2 | dout[30] | mem[0][30] |
| max reg2reg | 5 | dout[6] | mem[6][6] |
through the flow:
step                total power [mW]  area, sq um
finish                          11.8        45900
global placement                6.98        42700
detailed placement              6.99        42700
global route                    12.1        45900
floorplan                       6.70        40000
CTS                             11.8        45900
No activity file was given, so power comes from the tool's default toggle rates.
