[./run.sh]
#!/bin/bash
# OpenROAD 26Q1-2900-gdf79404cd8, Yosys 0.63+post, stock flow scripts
make -C /OpenROAD-flow-scripts/flow DESIGN_CONFIG=/design/flow/config.mk WORK_HOME=/design/flow/orfs finish
[./config.mk]
export PLATFORM = sky130hd
export DESIGN_NAME = bus
export DESIGN_NICKNAME = bus
export VERILOG_FILES = /design/flow/design.v
export SDC_FILE = /design/flow/constraint.sdc
export NUM_CORES = 4
export LEC_CHECK = 1
export CORE_AREA = 10 10 96 96
export DIE_AREA = 0 0 106 106
[./constraint.sdc]
current_design bus

set clk_period 2.7
set clk_io_pct 0.2

create_clock -name clk0 -period $clk_period [get_ports {clk}]

set non_clock_inputs [all_inputs -no_clocks]
set_input_delay [expr $clk_period * $clk_io_pct] -clock clk0 $non_clock_inputs
set_output_delay [expr $clk_period * $clk_io_pct] -clock clk0 [all_outputs]
[./design.v]
module _nand2(a, b, y);		 
	input a,b;		 
	output y;		 
	assign y = ~(a & b);		 
endmodule
module _inv(a, y);		 
	input a;		 
	output y;		 
	assign y = ~a;		 
endmodule
module _dff_r(clk, reset_n, d, q);
	input clk, reset_n, d;
	output reg q;
	always @ (posedge clk or negedge reset_n) begin
	if (reset_n == 0)
		q <= 1'b0;
	else
		q <= d;
	end
endmodule
module bus(clk, reset_n, m0_req, m0_wr, m0_address, m0_dout, m1_req, m1_wr, m1_address, m1_dout, s0_dout, s1_dout, m0_grant, m1_grant, m_din, s0_sel, s1_sel, s_address, s_wr, s_din);
	input clk, reset_n, m0_req, m0_wr, m1_req, m1_wr;
	input [7:0] m0_address, m1_address;
	input [31:0] m0_dout, m1_dout, s0_dout, s1_dout;
	output m0_grant, m1_grant, s0_sel, s1_sel, s_wr;
	output [7:0] s_address;
	output [31:0] m_din, s_din;
	wire sel;		 
	_dff_r Unit_dff_r(.clk(clk), .reset_n(reset_n), .d(s1_sel), .q(sel));		 
	mux2 U0_mux2(.d0(m0_wr), .d1(m1_wr), .s(m1_grant), .y(s_wr));		 
	mux2_8bit U1_mux2_8(.d0(m0_address), .d1(m1_address), .s(m1_grant), .y(s_address));		 
	mux2_32bit U2_mux2_32(.d0(m0_dout), .d1(m1_dout), .s(m1_grant), .y(s_din));		 
	mux3_32bit U3_mux3_32(.d0(s0_dout), .d1(s1_dout), .d2(32'h0), .s(sel), .y(m_din));		 
	bus_arbit Unit_arbiter(.clk(clk), .reset_n(reset_n), .m0_req(m0_req), .m1_req(m1_req), .m0_grant(m0_grant), .m1_grant(m1_grant));		 
	bus_addr Unit_addr_decoder(.s_address(s_address), .s0_sel(s0_sel), .s1_sel(s1_sel));		 
endmodule
module bus_addr(s_address, s0_sel, s1_sel);
	input [7:0] s_address;
	output s0_sel, s1_sel;
	reg s0_sel, s1_sel;
	wire [2:0] upper_3bit;
	assign upper_3bit = s_address[7:5];		 
	always @ (upper_3bit) begin
		if (upper_3bit == 3'b000) begin		 
			s0_sel = 1'b1;
			s1_sel = 1'b0;
		end
		else if (upper_3bit == 3'b001) begin		 
			s0_sel = 1'b0;
			s1_sel = 1'b1;
		end
		else begin		 
			s0_sel = 1'b0;
			s1_sel = 1'b0;
		end
	end
endmodule
module bus_arbit(clk, reset_n, m0_req, m1_req, m0_grant, m1_grant);
	input clk, reset_n, m0_req, m1_req;
	output m0_grant, m1_grant;
	reg state, next_state;
	reg m0_grant, m1_grant;
	parameter M0_STATE = 1'b0;
	parameter M1_STATE = 1'b1;
	always @ (posedge clk or negedge reset_n) begin
		if(reset_n == 0)
			state = M0_STATE;
		else state = next_state;
	end
	always @ (*) begin
		case (state)
		M0_STATE: begin
			if (m0_req == 0 && m1_req == 0) begin		 
				next_state = M0_STATE;
			end
			else if (m0_req == 0 && m1_req == 1) begin		 
				next_state = M1_STATE;
			end
			else if (m0_req == 1) begin		 
				next_state = M0_STATE;
			end
			else begin
				next_state = 1'bx;
			end
		end
		M1_STATE: begin
			if (m1_req == 1) begin		 
				next_state = M1_STATE;
			end
			else if(m1_req == 0) begin		 
				next_state = M0_STATE;
			end
			else begin
				next_state = 1'bx;
			end
		end
		default: begin		 
			next_state = 1'bx;
		end
		endcase
	end
	always @ (*) begin
		case (state)
		M0_STATE: begin
			m0_grant = 1'b1;
			m1_grant = 1'b0;
		end
		M1_STATE: begin
			m0_grant = 1'b0;
			m1_grant = 1'b1;
		end
		default: begin
			m0_grant = 1'bx;
			m1_grant = 1'bx;
		end
		endcase
	end
endmodule
module mux2(d0, d1, s, y);
	input d0, d1, s;
	output y;
	wire sb, w0, w1;
	_inv inv0(.a(s), .y(sb));		 
	_nand2 nand20(.a(d0), .b(sb), .y(w0));		 
	_nand2 nand21(.a(d1), .b(s), .y(w1));		 
	_nand2 nand22(.a(w0), .b(w1), .y(y));		 
endmodule
module mux2_32bit(d0, d1, s, y);
	input [31:0] d0, d1;
	input s;
	output [31:0] y;
	mux2_8bit U0_mux2_8(.d0(d0[7:0]), .d1(d1[7:0]), .s(s), .y(y[7:0]));
	mux2_8bit U1_mux2_8(.d0(d0[15:8]), .d1(d1[15:8]), .s(s), .y(y[15:8]));
	mux2_8bit U2_mux2_8(.d0(d0[23:16]), .d1(d1[23:16]), .s(s), .y(y[23:16]));
	mux2_8bit U3_mux2_8(.d0(d0[31:24]), .d1(d1[31:24]), .s(s), .y(y[31:24]));
endmodule
module mux2_8bit(d0, d1, s, y);
	input [7:0] d0, d1;
	input s;
	output [7:0] y;
	mux2 mux20(.d0(d0[0]), .d1(d1[0]), .s(s), .y(y[0]));
	mux2 mux21(.d0(d0[1]), .d1(d1[1]), .s(s), .y(y[1]));
	mux2 mux22(.d0(d0[2]), .d1(d1[2]), .s(s), .y(y[2]));
	mux2 mux23(.d0(d0[3]), .d1(d1[3]), .s(s), .y(y[3]));
	mux2 mux24(.d0(d0[4]), .d1(d1[4]), .s(s), .y(y[4]));
	mux2 mux25(.d0(d0[5]), .d1(d1[5]), .s(s), .y(y[5]));
	mux2 mux26(.d0(d0[6]), .d1(d1[6]), .s(s), .y(y[6]));
	mux2 mux27(.d0(d0[7]), .d1(d1[7]), .s(s), .y(y[7]));
endmodule
module mux3_32bit(d0, d1, d2, s, y);
	input [31:0] d0, d1, d2;
	input s;
	output [31:0] y;
	wire [31:0] x;
	mux2_32bit U0_mux2(.d0(d0), .d1(d1), .s(s), .y(x));
	mux2_32bit U1_mux2(.d0(x), .d1(d2), .s(s), .y(y));
endmodule
==> results.txt <==
run results: status complete, no violations, RSZ-0062 raised after global routing false, Post-Syn Area 0.00134 sq mm, Final min period 2.62 ns, Num Clock Sinks 2, Setup violations, final 0, Reg2Reg Setup Slack 1.61 ns, Worst R2R Start Unit_arbiter.state$_DFF_PN0_, GRT Residual Overflow 0, GP Congestion 0.750, wire per inst 15.1 um, area occupied by registers 51.3 sq um, share of layout cells above drive strength 1 17.3%, I/O Pins 227, number of global-route vias before repair 1,557, DIE AREA 0.0112 sq mm, cts hold-fix bufs 0, die width 106 um, Final Non-Filler Cells 383, Switch Pwr 112 uW, Placed Area 0.00286 sq mm, Placement Rows 31, power share of the combinational group 73.2%, Final Hold Viols 0, fillers 731, Root Buffer clkbuf_8, measured slew at the worst slew-check pin 0.304 ns, post-layout util 40.2%, part of the cycle the worst path needs 97.1%, Port Buffers 194, Setup Skew 0.00476 ns, switching power share of the total 18.7%, WL met3 987 um, worst hold margin 0.501 ns, # placed instances 379, Syn Area/Cell 8.28 sq um, DR iter-0 viols 17, CTS tree built, antenna violations before repair 0, Int Pwr 490 uW, Post-Route Setup TNS 0 ns, crit-path max FO 2, sequential cell area fraction in the yosys report 3.73%, # diodes 0, total tool warning count 57, worst vdd ir 0.0831 mV, Pwr Total 603 uW, Unique cell types 14, synthesis-to-layout area growth 116%, #FFs+latches synth 2, Final Max Tran Viols 0, vias 1,414, post-place setup slack 0.0687 ns, first-pass detailed-route iteration total 4, first-pass GRT wire length 8.58 mm, DRC 0, Core ar. 0.00721 sq mm, largest net degree at the start of global routing 33, Post-CTS Setup Inserts 0, chip height 106 um, top cells by area, synth buf_4 40%, mux2_2 34%, nor2b_1 15%, dfrtp_1 3.7%, buf_2 1.5%, CP Capture Type primary output, RR Endpoint Unit_dff_r.q$_DFF_PN0_, Synth Warn # 3, routed vias/inst 3.69, CP Data Required Time 2.16 ns, r2r worst-path depth 2, Highest Signal Layer met4, register share of total power 5.6%, post-route ant nets 0, worst hold path type primary input to asynchronous set/reset pin, CTS max path bufs 2, Initial Util 18.6%, ys cells 162, clk latency late pin 0.21 ns, routed length on met2 2.82 mm, Yosys top cell by area buf_4, Mapped Cells 162, Top cell area share 40.3%, htree depth 1, chip area in the Yosys report 0.00134 sq mm, wl on met1 1.96 mm, critical path class primary input to primary output, clock transition at the registers of the reported paths 0.03 ns, dpl hpwl 5.31 mm, Num CTS Buffers 3, post_cts resized 0, design area 0.00290 sq mm, final setup margin 0.0791 ns, Clk network pwr share 21.2%, Startpoint Class primary input, Max Fclk 382 MHz, Total Routed Length 5.80 mm, Comb gate area 704 sq um, MaxCap Viol Count 0, max-slew headroom at the worst pin 79.7%, gr usage total 9.37%, Leak 1.08 nW, Critical Path AT 2.08 ns, total power per unit cell area 208 mW/mm^2
## sequential cells by signal, summed over array words and instances, names as in the netlist
signal	cells
Unit_arbiter.state	1
Unit_dff_r.q	1
## routing by layer
layer  track usage [%]  vias to the layer above
li1                  -                      703
met1              9.22                      605
met2              16.3                      104
met3              6.61                        2
met4             0.870                        0
met5                 0                        -
## cells in the final DEF, fill, tap and decap left out
cell type | synthesis | final
nor3_1 | 1 | 1
buf_4 | 72 | 4
nor2b_1 | 32 | 32
inv_1 | 1 | 1
or4_1 | 1 | 1
dfrtp_2 | 0 | 1
clkbuf_1 | 3 | 1
o41ai_1 | 1 | 1
mux2_2 | 41 | 41
nor2_1 | 1 | 1
clkbuf_8 | 0 | 3
a32o_1 | 1 | 1
a21boi_0 | 1 | 1
dfrtp_1 | 2 | 1
clkdlybuf4s50_1 | 0 | 194
## cell families (layout without fill, tap and decap cells)
kind of cell,count (synthesis),count (layout),share of synthesized area [%]
buf+inv,81,203,43.7
mux,41,41,34.4
simple gates,35,35,16.1
compound gates,3,3,1.96
flops,2,2,3.73
## cell type report
type | instances | share of cell area (%)
Tap cell | 99 | 4.27
Timing Repair Buffer | 198 | 68.0
Sequential cell | 2 | 1.77
Clock buffer | 4 | 1.55
Multi-Input combinational cell | 79 | 24.3
Inverter | 1 | 0.129
## critical path, stage by stage
cell	delay (ns)
clkdlybuf4s50_1	0.42
or4_1	0.50
o41ai_1	0.08
clkdlybuf4s50_1	0.55
## synthesized netlist by cell type
| master | instances |
|---|---|
| buf_4 | 72 |
| mux2_2 | 41 |
| nor2_1 | 1 |
| o41ai_1 | 1 |
| buf_2 | 4 |
| nor3_1 | 1 |
| a32o_1 | 1 |
| or4_1 | 1 |
| clkbuf_1 | 3 |
| buf_6 | 1 |
| a21boi_0 | 1 |
| inv_1 | 1 |
| dfrtp_1 | 2 |
| nor2b_1 | 32 |
## how the worst max path moves through the flow
stage | startpoint | to | slack (ns) | depth (start not counted)
4_1_cts | m0_address[5] | s0_sel | 0.07 | 4
5_1_grt | m0_address[6] | s0_sel | 0.04 | 4
6_report | m0_address[5] | s0_sel | 0.08 | 4
## power groups by stage
stage                 Combinational [mW]  Clock [mW]  Sequential (mW)
after CTS                          0.453       0.132           0.0340
final                              0.441       0.128           0.0340
after global routing               0.481       0.132           0.0343
Power figures rest on the tool's default switching activity, not on a simulated workload.
